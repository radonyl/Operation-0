`design/flow/constraint.sdc`:
```
current_design regs

set clk_period 31.2
set clk_io_pct 0.2

create_clock -name clk0 -period $clk_period [get_ports {clk}]

set non_clock_inputs [all_inputs -no_clocks]
set_input_delay [expr $clk_period * $clk_io_pct] -clock clk0 $non_clock_inputs
set_output_delay [expr $clk_period * $clk_io_pct] -clock clk0 [all_outputs]
```
`design/flow/config.mk`:
```
export PLATFORM = sky130hd
export DESIGN_NAME = regs
export DESIGN_NICKNAME = regs
export VERILOG_FILES = /design/flow/design.v
export SDC_FILE = /design/flow/constraint.sdc
export NUM_CORES = 4
export LEC_CHECK = 1
export CORE_UTILIZATION = 40
```
`design/flow/design.v`:
```
module regs(
    input wire clk,
    input wire rst_n,
    input wire [4:0] a1,
    output reg [31:0] rd1,
    input wire [4:0] a2,
    output reg [31:0] rd2,
    input wire we3,
    input wire [4:0] a3,
    input wire [31:0] wd3
);
    reg [31:0] registers [0:31];
    integer i;
    always @(posedge clk) begin
        if (!rst_n) begin
           for (i = 0; i < 31; i = i + 1) begin
               registers[i] <= 0;
           end 
        end
        else begin
           if (we3 && a3 != 5'h0) begin
               registers[a3] <= wd3;   
           end
        end
    end
    always @(*) begin
        if (a1 == 0)
            rd1 = 0;
        else if (a1 == a3 && we3)
            rd1 = wd3;
        else
            rd1 = registers[a1];
    end
    always @(*) begin
        if (a2 == 0)
            rd2 = 0;
        else if (a2 == a3 && we3)
            rd2 = wd3;
        else
            rd2 = registers[a2];
    end
endmodule  
```
`design/flow/run.sh`:
```
#!/bin/bash
# OpenROAD 26Q1-2900-gdf79404cd8, Yosys 0.63+post, stock flow scripts
make -C /OpenROAD-flow-scripts/flow DESIGN_CONFIG=/design/flow/config.mk WORK_HOME=/design/flow/orfs finish
```
==> run summary <==
flow finished, numbers: total wire length 205 mm, Port Buffers 113, TritonCTS clock tree built, GRT Util Overall 32.0%, Setup Fix Bufs, Post-CTS 0, register share after synthesis 55.8%, critical path data arrival time 11.08 ns, Distinct cells, synth 52, Setup-failing EPs final 0, critical path endpoint category primary output, RSZ-0062 raised after global routing no, vias in the first global route 37600, max_cap viols 0, xor+xnor area frac less than 1%, peak supply drop 0.0463 mV, post-cts resize count 0, CP max FO 53, layout cell share with drive strength beyond 1 about a fifth, Hold Vio Cnt, Final 0, min Tclk post-route 17.32 ns, Via density 6.20, hold_ws 6.13 ns, DPL Wire Length 121 mm, count of tool warnings 26, Main synth FF type edfxtp_1, setup TNS 0 ns, AND-OR/OR-AND Cells, Area Fraction 6.30%, mean post-synth cell area between 10 and 15 µm², type of origin of the critical path input pin, TritonCTS buffer count 113, initial antenna violation count 15, hold buffer count at cts 0, area of the mapped netlist 55100 µm², Post-synth EDFFs 1024, # H-tree levels 3, Slew headroom 36.3%, CP dominant cell by count buf_4, crit path DRT 24.96 ns, DR WL/cell 35.6 µm, mux frac, synth 21.3%, die extent in x roughly 370 µm, die height 373 µm, P per Cell Area 54.2 nW/µm², Final period util roughly 56%, Cells after Synth 3856, Residual DRC 0, Hold Path Class in2reg, Ys Warns 1, Slew @ Worst Pin roughly 0.95 ns, Simple Share, Synth 12.7%, Yosys chip area 55100 µm², cell-by-cell trace of the critical path buf_8 -> buf_4 -> buf_4 -> buf_4 -> buf_4 -> mux4_2 -> mux2i_1 -> nand2_1 -> nand4_1 -> a31oi_1 -> clkdlybuf4s50_1, die area ~140000 µm², yosys cell count 3856, Slowest-stage cell, CP buf_4, DR pass1 iterations 7, remaining global-route overflow 0, CTS clk-pin slew, worst paths around 0.06 ns, Max Clk Rate approximately 58 MHz, Row Count 135, FILL cells 11500, IO Count 114, max reg flops 1024, Async S/R FF share, synth 0%, Root Buffer clkbuf_16, Slew Limit Fails 0, Bufs on Longest Clock Path 3, static leakage 21.8 nW, Area Growth Syn to Fin 12.9%, Top logic family multiplexers, adder share 0%, core area 136000 µm², Vias between 30000 and 40000, first-pass GRT wire length around 290 mm, Final ANT Viol Nets 0, status finished clean, GP Congestion 0.927, fp util 40.5%, largest net degree at the start of global routing 75, Top reg by flops registers, Iter 0 DRT Violations approximately 2500, delay of the slowest critical-path stage 0.71 ns, CTS sink cnt 1024, Crit Path Category in2out, largest registers registers (1024), Synthesized registers 1024
[synthesized netlist by cell type (5+ instances only)]
cell | number | area [µm²]
a211o_1 | 12 | 105
a211oi_1 | 31 | 233
a21oi_1 | 78 | 390
a22o_1 | 23 | 201
a22oi_1 | 118 | 886
a31oi_1 | 22 | 138
a32o_1 | 32 | 320
and2_1 | 964 | 6030
and3_1 | 10 | 62.6
buf_1 | 15 | 56.3
buf_2 | 72 | 360
buf_4 | 18 | 135
buf_6 | 24 | 270
buf_8 | 5 | 75.1
clkbuf_1 | 277 | 1040
edfxtp_1 | 1024 | 30700
mux2i_1 | 383 | 3830
mux4_1 | 8 | 210
mux4_2 | 341 | 7680
nand2_1 | 95 | 357
nand3_1 | 8 | 40.0
nand4_1 | 15 | 93.8
nor2_1 | 44 | 165
nor2b_1 | 5 | 31.3
nor3_1 | 14 | 70.1
o211ai_1 | 10 | 75.1
o21ai_0 | 80 | 400
o221a_1 | 7 | 78.8
o221ai_1 | 36 | 315
o22ai_1 | 37 | 231
xnor2_1 | 10 | 87.6
[critical path: cells and delay by family]
| kind | cells | cell delay (ns) |
|---|---|---|
| AND-OR/OR-AND | 1 | 0.14 |
| AND/OR/NAND/NOR | 2 | 0.26 |
| multiplexers | 2 | 0.74 |
| buffers and inverters | 6 | 3.56 |
[layer usage]
layer  GRT usage, %  vias to the layer above  wire, µm
met5           2.20                        -       494
li1               -                    14800         -
met4           11.1                       24      9150
met3           26.2                      553     39900
met2           44.1                     2835     89600
met1           37.4                    17500     65900
[final timing paths]
| check | start | to | slack [ns] | cells after the start |
|---|---|---|---|---|
| max | a2[0] | rd2[2] | 13.88 | 11 |
| min | rst_n | registers[0][31] | 6.13 | 2 |
[placed cells by master, fill, tap and decap left out, drive strengths merged, types with 2 or more instances in the layout]
cell type,n
edfxtp,1024
o22ai,37
conb,32
o22a,3
and3,10
nor2,44
inv,4
mux4,349
a22oi,118
clkinv,53
bufinv,10
or3,2
a211oi,31
mux2i,383
nor2b,5
a22o,23
nor3,14
o211ai,10
clkdlybuf4s50,102
diode,8
o221ai,36
nand3b,4
and2,965
or3b,3
o221a,7
xnor2,10
nand3,8
a31oi,22
a211o,12
clkbuf,139
o21ai,82
a32o,32
a21oi,78
a221oi,4
nand2,95
nand2b,4
or2,3
nand4,15
nor3b,2
buf,195
[logic make-up (layout without fill, tap and decap cells)]
kind of cell / Yosys count / in the layout
muxes: 733 / 733
AOI/OAI and AO/OA: 496 / 496
other: 1 / 40
and+or+nand+nor: 1176 / 1176
DFF: 1024 / 1024
xor gates and xnor gates: 10 / 10
buffers and inverters: 416 / 504
[where the power goes]
| group | switching [mW] | internal (mW) | total [mW] |
|---|---|---|---|
| logic | 0.253 | 0.173 | 0.426 |
| clock network | 0.565 | 0.753 | 1.32 |
| registers | 0.0356 | 1.59 | 1.62 |
| total | 0.853 | 2.51 | 3.37 |
[stage by stage]
| stage | instances | setup WS (ns) | util (%) | area [µm²] | total power [mW] |
|---|---|---|---|---|---|
| after floorplan | 3887 | 17.17 | - | 55200 | 1.88 |
| final | 5764 | 13.88 | 45.7 | 62200 | 3.37 |
| after global placement | 5551 | 13.87 | 43.1 | 58600 | 2.07 |
| after detailed placement | 5551 | 13.85 | 43.1 | 58600 | 2.07 |
| after global routing | 5757 | 13.59 | 45.7 | 62200 | 3.46 |
| after CTS | 5756 | 13.86 | 45.7 | 62200 | 3.37 |
[layout make-up]
cell class,instances,area (µm²),area share [%]
Antenna cell,8,20.0,0.0322
Clock inverter,67,611,0.982
Timing Repair Buffer,298,2530,4.08
Clock buffer,138,2960,4.77
Sequential cell,1024,30700,49.5
Multi-Input combinational cell,2447,23100,37.1
Tap cell,1781,2230,3.58
Inverter,1,3.75,0.00604
Power and IR drop assume default switching activity.
