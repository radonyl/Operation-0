[flow/design.v]
module collision(
    input wire [31:0] IR_D,
    input wire [31:0] IR_E,
    input wire [4:0] A3_E,
    input wire [4:0] A3_M,
    input wire [4:0] A3_W,
    input wire ctrl_grf_we_E,
    input wire ctrl_grf_we_M,
    input wire ctrl_grf_we_W,
    input wire mem_to_reg_E,
    input wire mem_to_reg_M,
    input wire mulBusy_E,
    input wire mulEnable_E,
    input wire mulEnable_D,
    input wire ctrl_branch_D,
    input wire ctrl_jump_reg_D,
    input wire clk,
    input wire [31:0] PCInc4_D,
    input wire [31:0] PCInc4_E,
    output reg stall_F,
    output reg stall_D,
    output reg flush_E,
    output reg forwardCmpA_D,
    output reg forwardCmpB_D,
    output reg [1:0] forwardAluA_E,
    output reg [1:0] forwardAluB_E
);
wire [4:0] rsD = IR_D[25:21];
wire [4:0] rsE = IR_E[25:21];
wire [4:0] rdD = IR_D[15:11];
wire [4:0] rdE = IR_E[15:11];
wire [4:0] rtD = IR_D[20:16];
wire [4:0] rtE = IR_E[20:16];
reg stall, lwStall, branchStall, jumpStall, mulStall;
always @(*) begin
    lwStall = (IR_D[25:21] == IR_E[20:16] || IR_D[20:16] == IR_E[20:16]) && mem_to_reg_E;
    branchStall = (ctrl_branch_D && mem_to_reg_M  && (A3_M == IR_D[25:21] || A3_M == IR_D[20:16])) ||  
                  (ctrl_branch_D && ctrl_grf_we_E && (A3_E == IR_D[25:21] || A3_E == IR_D[20:16]));  
    jumpStall = (ctrl_jump_reg_D && mem_to_reg_M && A3_M == IR_D[25:21]) ||
                (ctrl_jump_reg_D && ctrl_grf_we_E && A3_E == IR_D[25:21]);
    mulStall = (mulEnable_E || mulBusy_E) && mulEnable_D;
    stall = (lwStall || branchStall || jumpStall || mulStall);
    stall_D = stall;
    stall_F = stall;
    flush_E = stall;
end
always @(*) begin
    if (IR_D[25:21] != 0 && IR_D[25:21] == A3_M && ctrl_grf_we_M)
        forwardCmpA_D = 1;
    else
        forwardCmpA_D = 0;
end
always @(*) begin
    if (IR_D[20:16] != 0 && IR_D[20:16] == A3_M && ctrl_grf_we_M)
        forwardCmpB_D = 1;
    else
        forwardCmpB_D = 0;
end
always @(*) begin
    if (IR_E[25:21] != 0 && IR_E[25:21] == A3_M && ctrl_grf_we_M)
        forwardAluA_E = 1;
    else if (IR_E[25:21] != 0 && IR_E[25:21] == A3_W && ctrl_grf_we_W)
        forwardAluA_E = 2;
    else
        forwardAluA_E = 0; 
end
always @(*) begin
    if (IR_E[20:16] != 0 && IR_E[20:16] == A3_M && ctrl_grf_we_M)
        forwardAluB_E = 1;
    else if (IR_E[20:16] != 0 && IR_E[20:16] == A3_W && ctrl_grf_we_W)
        forwardAluB_E = 2;
    else
        forwardAluB_E = 0; 
end
endmodule  
[flow/constraint.sdc]
current_design collision

set clk_period 2.3
set clk_io_pct 0.2

create_clock -name clk0 -period $clk_period

set non_clock_inputs [all_inputs -no_clocks]
set_input_delay [expr $clk_period * $clk_io_pct] -clock clk0 $non_clock_inputs
set_output_delay [expr $clk_period * $clk_io_pct] -clock clk0 [all_outputs]
[flow/run.sh]
#!/bin/bash
# OpenROAD 26Q1-2900-gdf79404cd8, Yosys 0.63+post, stock flow scripts
make -C /OpenROAD-flow-scripts/flow DESIGN_CONFIG=/design/flow/config.mk WORK_HOME=/design/flow/orfs finish
[flow/config.mk]
export PLATFORM = sky130hd
export DESIGN_NAME = collision
export DESIGN_NICKNAME = collision
export VERILOG_FILES = /design/flow/design.v
export SDC_FILE = /design/flow/constraint.sdc
export NUM_CORES = 4
export LEC_CHECK = 1
export CORE_AREA = 10 10 82 82
export DIE_AREA = 0 0 92 92
==> metrics.yaml <==
sw_frac_of_total_pct: 39.0
top_cells_by_count: "xnor2_1 (30), xor2_1 (20), nand3_1 (6)"
drive_gt1_share_pct: 41.4
gp_congestion: 0.868
dieArea_sq_mm: 0.00846
max_stage_delay_ps: 530
grt_pass1_vias: 1080
antenna_found_initial: 0
pwr-share-comb_pct: 100.0
cp_data_required_time_ps: 1840
grt_first_pass_wirelength_um: 5330
clock.fmax_mhz: 444
cp_cell_sequence: "clkdlybuf4s15_2 > buf_4 > or4_1 > o21ai_1 > nor2_1 > dlygate4sd2_1"
seq_cells: 0
syn-cell-area_sq_um: 728
holdBufCountCts: 0
worstSetupPathType: "input pin to output port"
period_minus_slack_ps: 2250
first_pass_iters: 3
top_area_share_pct: 36.1
ys_sh_adder_pct: 0
die_w_um: 92
postRouteAntennaNets: 0
yosysChipArea_sq_um: 728
simple_gate_share_pct: 28.0
area_growth_pct: 131
fillers: 557
worst-path-buf-inv: 3
logic_family: "XOR/XNOR gates"
cp_top_family: "buffers and inverters"
pin_count: 163
io_buffers: 54
grt_max_degree: 5
ir_drop_mv: 0.0409
hpwl_um: 3010
synthAoiAreaFrac_pct: 5.50
pwr-share-clk_pct: 0
grt.total_usage_pct: 7.64
yosysTopAreaCell: "xnor2_1"
finalPower_mw: 0.275
routedWlPerCell_um: 12.6
core_sq_mm: 0.00507
postSynthSeqShare_pct: 0
critical_path.endpoint_type: "output port"
seq_power_share_pct: 0
ys_sh_xor_pct: 60.1
grt.overflow.total: 0
min_path_type: "input pin to output port"
slew_headroom_pct: 80.1
outcome: "finished, final reports clean"
setup_viol: 0
fp_util_pct: 14.3
ys_types: 19
power.net_switching_mw: 0.107
maxSlewViolCount: 0
whs_ps: 1480
synth.area.top_cells: "xnor2_1 (36%), xor2_1 (24%), nand4_1 (4.3%), nand3_1 (4.1%), nor4_1 (3.4%)"
p_int_mw: 0.167
ys_cells: 97
maxCapViolations: 0
vias: 1000
tns_ps: 0
drt_iter0_drc: 17
startpoint_type: "input pin"
ys_warn_count: 1
fp-row-count: 26
drcViolationCount: 0
wl_um: 3280
arrival_ps: 1790
clockBufferCount: 0
flop_area_sq_um: 0
die_h_um: 92
vias_per_cell: 3.83
most_common_cell: "xnor2_1"
hold_viol_final: 0
cp_max_fo: 3
warning_count: 141
netlist_instances: 97
synth_area_per_cell_sq_um: 7.51
comb_area_sq_um: 748
slowest_stage: "or4_1"
worstMarginPinSlew_ps: 296
leakage_nw: 0.725
powerDensity_mw_per_mm2: 163
stdcell_area_sq_mm: 0.00168
place_area_sq_mm: 0.00163
ys_sh_mux_pct: 0
period_used_pct: 98.0
diodes: 0
-- layer usage --
| layer | GRT usage [%] | wire (um) | vias up |
|---|---|---|---|
| met2 | 12.4 | 1460 | 30 |
| met4 | 0 | 0 | 0 |
| met5 | 0 | 0 | - |
| met3 | 1.65 | 172 | 0 |
| li1 | - | - | 524 |
| met1 | 10.8 | 1650 | 446 |
-- per-stage QoR --
stage	utilization (%)	std cells	worst slack, ps
floorplan	-	97	362
global route	33.2	261	-62.4
detailed placement	32.1	255	-577
finish	33.2	261	46.5
CTS	32.9	261	14.1
global placement	32.1	255	-539
-- timing repair --
action	in CTS	in global routing
pin swaps	20	13
resized	93	16
buffers inserted	6	0
endpoints found under the setup margin	9	8
-- cell type report --
type	count	share of cell area, %
timing repair buffer	101	50.4
multi-input combinational	90	44.4
tap	70	5.20
-- logic make-up (layout without fill, tap and decap cells) --
group | count (synthesis) | in the layout
xor+xnor | 50 | 50
simple gates | 33 | 33
compound gates | 7 | 7
buf+inv | 7 | 101
-- placed cells by master (no fill, tap or decap), types with 3 or more instances in the layout --
master / count
buf_2: 8
buf_4: 42
buf_6: 4
clkbuf_2: 4
clkdlybuf4s15_1: 5
clkdlybuf4s15_2: 6
clkdlybuf4s50_1: 12
dlygate4sd2_1: 18
nand2_1: 4
nand3_1: 6
nand4_1: 5
nor4_1: 3
o21ai_1: 5
xnor2_1: 28
xor2_1: 18
-- power groups by stage --
| stage | registers, mW | logic (mW) | clock network, mW |
|---|---|---|---|
| CTS | 0 | 0.274 | 0 |
| global route | 0 | 0.301 | 0 |
| finish | 0 | 0.275 | 0 |
-- path summary, 6_finish.rpt --
path / from / endpoint / slack [ps] / cells past startpoint
max: IR_D[16] / forwardCmpB_D / 50 / 6
min: ctrl_jump_reg_D / stall_D / 1480 / 5
No activity file was given, so power comes from the tool's default toggle rates.
