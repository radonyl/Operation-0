## design/flow/design.v

```verilog
module alu(
    input wire [31:0] A,
    input wire [31:0] B,
    output reg [31:0] Y,
    input wire [3:0] ctrl_alu_func,
    output wire overflow
);
reg [32:0] tmp;
wire [32:0] extA = {A[31], A};
wire [32:0] extB = {B[31], B};
assign overflow = tmp[32] != tmp[31];
always @(*) begin
    Y = 0;
    case (ctrl_alu_func) 
        1: begin
            tmp = extA + extB;
            Y = tmp[31:0];
        end
        2: begin
            tmp = extA - extB;
            Y = tmp[31:0];
        end
        3:
            Y = A & B;
        4:
            Y = A | B;
        5:
            Y = A ^ B;
        6:
            Y = ~(A | B);
        7:
            Y = A << B[4:0];
        8:
            Y = A >> B[4:0];
        9:
            Y = $signed(A) >>> B[4:0];
        10:
            Y = {31'd0, $signed(A) < $signed(B)};
        11:
            Y = {31'd0, A < B};
        default: 
            Y = 32'hx;
    endcase
end
endmodule  
```

## design/flow/run.sh

```bash
#!/bin/bash
# OpenROAD 26Q1-2900-gdf79404cd8, Yosys 0.63+post, stock flow scripts
make -C /OpenROAD-flow-scripts/flow DESIGN_CONFIG=/design/flow/config.mk WORK_HOME=/design/flow/orfs finish
```

## design/flow/config.mk

```make
export PLATFORM = sky130hd
export DESIGN_NAME = alu
export DESIGN_NICKNAME = alu
export VERILOG_FILES = /design/flow/design.v
export SDC_FILE = /design/flow/constraint.sdc
export NUM_CORES = 4
export LEC_CHECK = 1
export CORE_UTILIZATION = 50
```

## design/flow/constraint.sdc

```tcl
current_design alu

set clk_period 24.0
set clk_io_pct 0.2

create_clock -name clk0 -period $clk_period

set non_clock_inputs [all_inputs -no_clocks]
set_input_delay [expr $clk_period * $clk_io_pct] -clock clk0 $non_clock_inputs
set_output_delay [expr $clk_period * $clk_io_pct] -clock clk0 [all_outputs]
```

==> results.toml <==
# flow metrics
[yosys]
yosys_area_sq_um = 9240
synth-edff-count = 0
ys_types = 81
synth_area_per_cell_sq_um = 6.86
ys.flops = 2
area_leaders = "ha_1, mux4_2, a21oi_1"
yosysTopAreaCellShare_pct = 13.5
yosysWarnings = 1
ys_cells = 1347
synth-main-ff-cell = "dlxtn_1"
netlist_instances = 1347
synthArstFlopShare_pct = 0
syn-cell-area_sq_um = 9240
largest_area_cell = "ha_1"

[clock_network]
hold_buffers = 0
cts_resized = 0
cts_setup_buffers = 0

[floorplan]
fp.coreArea_sq_um = 18000
initCoreUtil_pct = 51.2
die_y_um = 138
chipArea_sq_um = 19000
chipWidth_um = 138
ios = 101
fp-row-count = 49

[global_routing]
grt_pass1_wl_um = 59100
grt_pass1_vias = 9615
grt_max_degree = 63
grt-ovfl-total = 0
grt_util_all_layers_pct = 42.7
grt_antenna_before_repair = 0

[final_layout]
post-route-cell-area_sq_um = 10200
layout-drive-gt1-share_pct = 7.87
area_growth_pct = 10.4
final_cell_count_no_fill = 1589
largest_reg_flops = 2

[final_timing]
hold_viol = 0
holdWs_ns = 10.75
fmax_ghz = 0.0700
tns_ns = 0
unconstrained_endpoints = 3
rsz0062_at_grt = "false"
setup_viol = 0
tightest_slew_ns = 0.839
fin_crit_ns = 14.29
relSlewSlack_pct = 43.3
finalClockPeriodUsage_pct = 59.5
unclocked_pins = 2
drv_slew = 0

[setup_path]
cp_common_cell = "o21ai_1"
cp_max_fo = 62
cp.required_ns = 19.20
cp-end-kind = "output port"
path_buffers = 4
slowest_stage = "o41ai_1"
critPathLaunchType = "primary input"
cp.arrival_ns = 9.49
worstPathCellList = "buf_2, buf_4, inv_2, ha_1, o21ai_0, o21bai_1, a21oi_1, o41ai_1, o21ai_1, o31ai_1, o21ai_1, a211oi_1, o32ai_1, clkdlybuf4s50_1"
cpLargestDelayFamily = "AND-OR/OR-AND gates"
critPathMaxStageDelay_ns = 0.74
crit_type = "primary input to output port"

[detailed_routing]
wl_per_cell_um = 25.2
drt_iter0_markers = 1549
num_vias = 11013
wirelength_um = 40100
route.detailed.drc = 0
firstDrtPassIters = 6
n_antenna_cell = 0
viasPerCell = 6.93
antenna_left = 0

[placed_design]
hpwlAfterDp_um = 30800
dp.cells = 1589
portBuffers = 101
gp_congestion = 1.04
place_area_sq_um = 10200

[run]
drv_cap = 0
warning_count = 100

[min_path]
hold_depth = 5
hp-start = "B[1]"
hold_path_end = "Y[1]"
hp-class = "primary input to output port"

[run_status]
status = "completed"

[power_and_ir_drop]
peakVddDrop_mv = 0.0219
power.density_nw_per_um2 = 26.6
leakagePower_nw = 4.18
## cells by family after synthesis
family | synth area share (%)
AOI/OAI and AO/OA | 34.5
and+or+nand+nor | 19.9
buffers and inverters | 9.56
muxes | 17.6
adders and majority gates | 14.0
xor gates and xnor gates | 4.08
latches | 0.325
## worst max path at each step
stage | cells after the start | slack, ns | to | from
after CTS | 14 | 9.94 | Y[27] | B[3]
after global routing | 14 | 9.58 | Y[27] | B[4]
final | 14 | 9.71 | Y[27] | B[3]
## power breakdown
group,switching (mW),internal (mW)
combinational,0.160,0.111
sequential,0.000239,0.000874
clock,0,0
total,0.160,0.111
## layout make-up
class	instances	area [sq um]
fill	1757	7830
multi-input combinational	1132	8340
tap	229	287
inverter	103	387
sequential	2	30.0
timing repair buffer	123	1160
## routing by layer
metal	track usage (%)	vias to the layer above	part of all wire (%)
li1	-	5063	-
met1	62.5	5123	42
met2	62.9	727	43
met3	10.3	100	12
met4	10.7	0	3.2
met5	0	-	0
## tightest hold or removal path, stage by stage
cell,delay [ns]
buf_4,0.22
inv_1,0.25
fa_1,0.20
a21boi_0,0.07
clkdlybuf4s50_1,0.40
## metrics by stage
step | worst slack (ns) | util [%] | total power, mW
6_report | 9.71 | 56.6 | 0.272
5_1_grt | 9.58 | 56.6 | 0.291
3_5_place_dp | 9.94 | 56.6 | 0.263
3_3_place_gp | 10.08 | 56.6 | 0.263
2_1_floorplan | 11.25 | - | 0.166
4_1_cts | 9.94 | 56.6 | 0.265
## Yosys cell counts, types with 9 or more instances
library cell  count
mux2_2            9
buf_2            22
xor2_1           27
o21a_1            9
mux2_1           10
o221ai_1          9
o21ai_1          14
mux4_2           45
a222oi_1         11
a21o_1            9
and3_1           10
xnor2_1          16
o21ai_0          86
inv_2             9
inv_1            92
o211ai_1         14
nor3_1           37
a211oi_1         20
o31ai_1          14
o21bai_1         13
nand3_1          21
a31oi_1          14
nor2b_1          14
a22oi_1          18
a221oi_1         24
a21oi_1         123
ha_1            100
nand4_1          10
or3_1            12
nand2b_1         11
nand2_1         108
nor2_1          163
clkbuf_1         70
mux2i_1          40
o22ai_1          20
## placed cells by master, fill, tap and decap left out, types with 11 or more instances in the layout
cell type / instances
nor2_1: 162
a21oi_1: 122
nand2_1: 108
ha_1: 100
clkdlybuf4s50_1: 96
inv_1: 92
o21ai_0: 86
mux4_2: 45
mux2i_1: 40
nor3_1: 37
xor2_1: 27
a221oi_1: 24
buf_4: 24
nand3_1: 21
o22ai_1: 20
a211oi_1: 20
a22oi_1: 18
xnor2_1: 16
a31oi_1: 14
o211ai_1: 14
o31ai_1: 14
o21ai_1: 14
nor2b_1: 13
o21bai_1: 13
or3_1: 12
nand2b_1: 11
a222oi_1: 11
Power and IR drop assume default switching activity.
